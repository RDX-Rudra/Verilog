==> flow/design.v <==
module traffic_light_controller (
    input wire CLK,
    input wire RESET,
    input wire CAR,
    input wire TIMEOUT,
    output reg GRN,
    output reg YLW,
    output reg RED
);
    parameter GREEN = 3'b001, YELLOW = 3'b010, RED = 3'b100;
    reg [2:0] current_state, next_state;
    always @(posedge CLK or posedge RESET) begin
        if (RESET)
            current_state <= GREEN;  
        else
            current_state <= next_state;
    end
    always @(*) begin
        case (current_state)
            GREEN: begin
                if (CAR)
                    next_state = YELLOW;
                else
                    next_state = GREEN;
            end
            YELLOW: begin
                next_state = RED;
            end
            RED: begin
                if (TIMEOUT)
                    next_state = GREEN;
                else
                    next_state = RED;
            end
            default: next_state = GREEN;  
        endcase
    end
    always @(*) begin
        GRN = 0;
        YLW = 0;
        RED = 0;
        case (current_state)
            GREEN: begin
                GRN = 1;
            end
            YELLOW: begin
                YLW = 1;
            end
            RED: begin
                RED = 1;
            end
        endcase
    end
endmodule
==> flow/run.sh <==
#!/bin/bash
# OpenROAD 26Q1-2900-gdf79404cd8, Yosys 0.63+post, stock flow scripts
make -C /OpenROAD-flow-scripts/flow DESIGN_CONFIG=/design/flow/config.mk WORK_HOME=/design/flow/orfs finish
==> flow/config.mk <==
export PLATFORM = sky130hd
export DESIGN_NAME = traffic_light_controller
export DESIGN_NICKNAME = traffic_light_controller
export VERILOG_FILES = /design/flow/design.v
export SDC_FILE = /design/flow/constraint.sdc
export NUM_CORES = 4
export LEC_CHECK = 1
export CORE_AREA = 10 10 70 70
export DIE_AREA = 0 0 80 80
==> flow/constraint.sdc <==
current_design traffic_light_controller

set clk_period 1.6
set clk_io_pct 0.2

create_clock -name clk0 -period $clk_period [get_ports {CLK}]

set non_clock_inputs [all_inputs -no_clocks]
set_input_delay [expr $clk_period * $clk_io_pct] -clock clk0 $non_clock_inputs
set_output_delay [expr $clk_period * $clk_io_pct] -clock clk0 [all_outputs]
==> out/qor.yml <==
wl_um: 368
path_max_fanout: 3
worstSetupStartpointType: "register"
setup_viol: 0
ff_type: "dfrtp_1"
openroad.warnings: 25
adder_share_pct: 0
drt-pass1-iter-count: 2
row_count: 21
drc: 0
grt_max_degree: 4
grt_remaining_overflow: 0
cp.buffers_inverters: 1
min_period_ns: 1.564
diodes: 0
place.gp.congestion: 0.6294
path_cells: "clkdlybuf4s50_1"
rsz0062_at_grt: "no"
port_buffers: 5
ys_sh_mux_pct: 0
crit_cells: 1
synth.most_common_cell: "inv_1"
ys_chip_area_um2: 121.4
end_kind: "output port"
crit_arrival_ns: 1.24
vias: 102
ys_sh_aoi_pct: 10.31
fin_crit_sh_pct: 97.77
crit_slowest_cell: "dfstp_2"
postRouteAntennaNets: 0
fin_hold_ws_ns: 0.2525
synth.avg_cell_area_um2: 10.11
fp.coreArea_um2: 3416
vdd_drop_max_uv: 105.8
clock_path_buffers: 2
max_freq_ghz: 0.6393
grt_antenna_before_repair: 0
die_h_um: 80
clock-sinks: 3
drive_gt1_share_pct: 23.81
synth_xor_xnor_area_share_pct: 0
fp_util_pct: 3.553
top_area_share_pct: 41.24
areaGrowthSynthToFinish_pct: 110.3
top_regs: "current_state (3)"
dp_cells: 62
worst_clock_skew_ns: 0.001353
insertion_delay_ns: 0.23
simple_gate_share_pct: 8.247
synth_cell_types: 9
synth-async-reset-ratio_pct: 100.0
cts_tree: "done"
grt_pass1_vias: 126
cts_hold_buf: 0
p_per_area_nw_per_um2: 1027
p_total_mw: 0.2622
postSynthSeqShare_pct: 62.89
cts-buffers-inserted: 3
io_pins: 7
synth.largest_area_cell: "dfrtp_1"
min_path_type: "primary input to async pin"
r2r_cells: 2
synth_area_um2: 121.4
clk_pin_slew_ns: 0.04
synth-edff-count: 0
top_register: "current_state"
tns_ns: 0
root_buffer: "clkbuf_4"
crit_family: "flip-flops"
yosysWarnings: 2
ys_top_cells_by_area: "dfrtp_1 (41%), dfstp_2 (22%), inv_1 (9.3%), a21o_1 (6.2%), buf_4 (6.2%)"
crit_type: "register to output port"
grt_usage_pct: 1.229
synthTopCellsByCount: "inv_1 (3), dfrtp_1 (2)"
largest_reg_flops: 3
required_ns: 1.28
dp_hpwl_um: 304.7
vias_per_cell: 1.522
critical_path.max_stage_delay_ns: 0.54
wl_per_cell_um: 5.493
netlist_instances: 12
status: "completed"
slew_viol_final: 0
grt_pass1_wl_um: 552
fillers: 410
p_leak_nw: 0.1076
synth-seq-cells: 3
ys_cells: 12
logic_family: "buffers and inverters"
cts_max_level: 1
fin_cells: 67
die_area_um2: 6400
drt_iter0_drc: 7
max-cap-violations: 0
hold_violations: 0
die_width_um: 80
==> layout by cell type (no fill, tap or decap) <==
| cell type | n |
|---|---|
| buf_4 | 1 |
| nand2_1 | 1 |
| and2_1 | 1 |
| o21ai_1 | 1 |
| inv_1 | 3 |
| a21o_1 | 1 |
| dfstp_2 | 1 |
| dfrtp_1 | 2 |
| conb_1 | 1 |
| clkdlybuf4s50_1 | 5 |
| clkbuf_1 | 1 |
| clkbuf_4 | 3 |
==> final cells by class <==
type | count | area [um^2] | area share (%)
flip-flops and latches | 3 | 76.32 | 29.90
repair buffers | 6 | 57.56 | 22.55
well taps | 46 | 57.56 | 22.55
multi-input cells | 5 | 26.28 | 10.29
clock buffers | 4 | 26.28 | 10.29
inverters | 3 | 11.26 | 4.412
==> cell families (layout without fill, tap and decap cells) <==
family | after synthesis | count (layout)
buffers and inverters | 4 | 13
flip-flops | 3 | 3
AND-OR/OR-AND | 2 | 2
AND/OR/NAND/NOR | 2 | 2
other | 1 | 1
==> path summary, 6_finish.rpt <==
| path | startpoint | to | slack (ns) |
|---|---|---|---|
| setup / recovery | current_state[0] | GRN | 0.04 |
| hold / removal | RESET | current_state[1] | 0.25 |
| setup reg to reg | current_state[0] | current_state[2] | 0.79 |
| hold reg to reg | current_state[2] | current_state[1] | 0.46 |
| max in group asynchronous | RESET | current_state[0] | 1.14 |
| min in group clk0 | current_state[2] | current_state[1] | 0.46 |
==> stage by stage <==
| stage | utilization [%] | setup WS [ns] | instance area, um^2 |
|---|---|---|---|
| floorplan | - | 0.7841 | 121.4 |
| global placement | 6.484 | 0.2800 | 221.5 |
| detailed placement | 6.484 | 0.2741 | 221.5 |
| CTS | 7.253 | 0.02145 | 247.7 |
| global route | 7.473 | 0.005127 | 255.2 |
| finish | 7.473 | 0.03573 | 255.2 |
==> routing by layer <==
layer	vias to the layer above	part of all wire (%)	GRT usage, %	wire (um)
met5	-	0	0	0
met2	4	43	1.525	160
met3	0	19	1.591	69
li1	49	-	-	-
met1	49	37	1.133	137
met4	0	0	0.5282	0
==> power by group <==
group	internal, mW	switching, mW	leakage (nW)
logic	0.0262	0.00950	0.0549
clock network	0.0933	0.0371	0.0150
registers	0.0894	0.00673	0.0377
total	0.209	0.0533	0.108
==> repair_timing <==
| item | 4_1_cts | 5_1_grt |
|---|---|---|
| resized | 0 | 0 |
| setup buffers | 0 | 1 |
| endpoints found under the setup margin | 0 | 1 |
Power and IR drop assume default switching activity.
